--- ./design.v ---
module LCD8080Ctrl
(
    input                   CLK,
    input                   nRST,
    input                   HSYNC,
    input                   VSYNC,
    input                   J80_CS,
    inout                   J80_RS,
    input                   J80_We,
    input       [7:0]       J80_Data,
    output                  FIFOWe,
    output                  FIFO_WClk,
    output                  LCD_BL,
    output                  FrameCtrl,
    output      [7:0]       RGBData
);
    parameter   [2:0]   A_Res       = 3'b000,
                        A_CTRL      = 3'b001,
                        A_Pix       = 3'b010,  
                        A_BL        = 3'b011,
                        A_Test      = 3'b100;
    reg         [4:0]       LCD_Ctrl_Reg;
    reg         [4:0]       LCD_Pix_Reg;     
    reg         [4:0]       LCD_BL_Reg;  
    reg         [4:0]       LCD_Test_Reg;
    reg         [7:0]       OutDataReg;
    wire        [7:0]       IDELData;  
    wire        [7:0]       i8080Data; 
    wire                    IDELWe; 
    wire                    i8080We; 
    wire                    FrameSync;
    always @( posedge J80_We or negedge nRST ) begin
    if( !nRST ) begin
        LCD_Ctrl_Reg    <=  5'b0_1000;
        LCD_Pix_Reg     <=  5'b0_0000;
        LCD_BL_Reg      <=  5'b0_0001;
        LCD_Test_Reg    <=  5'b0_0000;
        end
    else if((LCD_Ctrl_Reg[4] == 1'b0)&&( J80_RS == 1'b1 )&&( J80_CS == 1'b0 ))begin
        case( J80_Data[7:5] )
            A_CTRL  :   LCD_Ctrl_Reg    <=  J80_Data[4:0] ;
            A_Pix   :   LCD_Pix_Reg     <=  J80_Data[4:0] ;
            A_BL    :   LCD_BL_Reg      <=  J80_Data[4:0] ;
            A_Test  :   LCD_Test_Reg    <=  J80_Data[4:0] ;
        endcase
        end
    end
    assign  J80_RS      = ( LCD_Ctrl_Reg[4] == 1'b0 ) ?  1'bz : FrameSync ;
    assign  i8080We     = (( J80_RS == 1'b0 )&&( J80_We == 1'b1 )) ? 1'b1   : 1'b0 ;
    assign  i8080Data   = (( J80_RS == 1'b0 )&&( J80_We == 1'b1 )) ? J80_Data : 1'b0 ;
    assign  FrameSync   = ( LCD_Ctrl_Reg[3] == 1'b1 ) ? ( HSYNC | VSYNC ) : ( HSYNC & ( ~VSYNC )) ;
    assign  RGBData     = ( LCD_Ctrl_Reg[4] == 1'b1 ) ? J80_Data  : IDELData;     
    assign  FIFOWe      = ( LCD_Ctrl_Reg[4] == 1'b1 ) ? ~J80_CS   : IDELWe; 
    assign  FIFO_WClk   = ( LCD_Ctrl_Reg[4] == 1'b1 ) ? J80_We    : CLK; 
    assign  FrameCtrl   = ( LCD_Ctrl_Reg[3] == 1'b1 ) ? 1'b1 : LCD_Pix_Reg[0];
    assign  LCD_BL      = ( LCD_BL_Reg[0] == 1'b1 ) ? 1'b1 : 1'b0 ;      
    reg     [15:0]  AddrCtrl;
    always@( posedge CLK or negedge nRST )begin
    if( !nRST ) begin 
        AddrCtrl        <= 16'd0;
        end
    else if(    VSYNC   ) begin
        AddrCtrl        <= 16'd0;
        end
    else if(    HSYNC   ) begin
        AddrCtrl        <= 16'd0;
        end
    else if( AddrCtrl < 16'd2000 )begin
        AddrCtrl        <= AddrCtrl + 1'b1;
        end
    end
    assign IDELWe  = (( AddrCtrl >= 12'd0 )&&(AddrCtrl < 16'd1600)&&( VSYNC == 1'b0 )&&( HSYNC == 1'b0 )) ? 1'b1 : 1'b0;
    assign IDELData = (( AddrCtrl[0] == 0 )&&( AddrCtrl >= 16'd0    )&&(AddrCtrl < 16'd400  )) ? 8'b0000_0000 : 
                     (( AddrCtrl[0] == 1 )&&( AddrCtrl >= 16'd0    )&&(AddrCtrl < 16'd400  )) ? 8'b0001_1111 :
                     (( AddrCtrl[0] == 0 )&&( AddrCtrl >= 16'd400  )&&(AddrCtrl < 16'd800  )) ? 8'b0000_0111 : 
                     (( AddrCtrl[0] == 1 )&&( AddrCtrl >= 16'd400  )&&(AddrCtrl < 16'd800  )) ? 8'b1110_0000 :
                     (( AddrCtrl[0] == 0 )&&( AddrCtrl >= 16'd800  )&&(AddrCtrl < 16'd1200 )) ? 8'b1111_1000 : 
                     (( AddrCtrl[0] == 1 )&&( AddrCtrl >= 16'd800  )&&(AddrCtrl < 16'd1200 )) ? 8'b0000_0000 :
                     (( AddrCtrl[0] == 0 )&&( AddrCtrl >= 16'd1200 )&&(AddrCtrl < 16'd1600 )) ? 8'b1111_1111 : 
                     (( AddrCtrl[0] == 1 )&&( AddrCtrl >= 16'd1200 )&&(AddrCtrl < 16'd1600 )) ? 8'b1111_1111 : 8'b0000_0000;
endmodule
--- ./run.sh ---
#!/bin/bash
# OpenROAD 26Q1-2900-gdf79404cd8, Yosys 0.63+post, stock flow scripts
make -C /OpenROAD-flow-scripts/flow DESIGN_CONFIG=/design/flow/config.mk WORK_HOME=/design/flow/orfs finish
--- ./config.mk ---
export PLATFORM = sky130hd
export DESIGN_NAME = LCD8080Ctrl
export DESIGN_NICKNAME = LCD8080Ctrl
export VERILOG_FILES = /design/flow/design.v
export SDC_FILE = /design/flow/constraint.sdc
export NUM_CORES = 4
export LEC_CHECK = 1
export CORE_AREA = 10 10 101 101
export DIE_AREA = 0 0 111 111
--- ./constraint.sdc ---
current_design LCD8080Ctrl

set clk_period 3.1
set clk_io_pct 0.2

create_clock -name clk0 -period $clk_period [get_ports {CLK}]
create_clock -name clk1 -period $clk_period [get_ports {J80_We}]

set non_clock_inputs [all_inputs -no_clocks]
set_input_delay [expr $clk_period * $clk_io_pct] -clock clk0 $non_clock_inputs
set_output_delay [expr $clk_period * $clk_io_pct] -clock clk0 [all_outputs]
==> git commit body <==
Record implementation results from latest flow run

- From left edge to right edge, the die measures 111 um.
- For this run, the register share of the synthesized area comes to ~42%.
- Result of the run: did not finish
* PostCTS Resize Cnt: 14
- Synthesis produced a netlist whose cell count is roughly 130.
- Distinct cell type count after synthesis: 37
- Number of buffers inserted to repair setup after CTS: 13
* Number of synthesized register bits: 20
* Cell type with the largest total area after synthesis: dfrtp_1
- Number of cells in the yosys synthesis report: 134
- In the floorplan report the effective utilization is 14.67%.
* Number of buffers added on ports: 24
* Synthesis Warnings: 2
* Leading cell types by total area after synthesis: dfrtp_1, nand2_1, nor2_1
* Main synth FF type: dfrtp_1
* Summed instance area of the synthesized netlist: 0.001194 mm^2
* Cells after DPL: 261
- Dividing the synthesized area by the synthesized cell count gives slightly below 9 um^2.
- The wire-length estimate of the detail-placed layout is 2.263 mm.
- For this design, the CTS-stage hold fixing added 0 buffers.
* Number of synthesized flops with an enable pin: 0
- Timing analysis after detailed placement gives a worst setup slack of roughly 240 ps.
- The tool reported: "[error] [KeplerFormal.cpp:679] Workflow failed: Iso has multiple drivers: .J80_RS0, _148_.X0".
* Height of the die: between 100 and 150 um
- Yosys-reported design area after synthesis: about 0.0012 mm^2
* Stage where the flow stopped: clock tree synthesis (4_1_cts)
* Most numerous cell types in the synthesized netlist: nand2_1, dfrtp_1, nor2_1
- The share of synthesized area in the top cell type comes to a little under two fifths.
* Number of top-level design ports: 27
- Routability Congestion: between 0.7 and 0.8
- Library cell with the highest instance count after synthesis: nand2_1
- Asr flop ratio synth: approximately 100%
- Row generation in the floorplan step produced 33 rows.
-- logic make-up after synthesis --
family	count (synthesis)	share of synthesized area (%)
AOI/OAI and AO/OA	21	12.89
xor gates and xnor gates	7	5.136
adders and majority gates	2	2.096
buffers and inverters	11	3.459
DFF	20	42.14
muxes	6	5.555
and+or+nand+nor	67	28.72
-- stage by stage --
stage	total power, mW	area [um^2]
floorplan	0.3698	1194
global placement	0.5036	1569
detailed placement	0.5040	1569
Power and IR drop assume default switching activity.
