`./run.sh`:
```
#!/bin/bash
# OpenROAD 26Q1-2900-gdf79404cd8, Yosys 0.63+post, stock flow scripts
make -C /OpenROAD-flow-scripts/flow DESIGN_CONFIG=/design/flow/config.mk WORK_HOME=/design/flow/orfs finish
```
`./config.mk`:
```
export PLATFORM = sky130hd
export DESIGN_NAME = VGAMod
export DESIGN_NICKNAME = VGAMod
export VERILOG_FILES = /design/flow/design.v
export SDC_FILE = /design/flow/constraint.sdc
export NUM_CORES = 4
export LEC_CHECK = 1
export CORE_UTILIZATION = 30
```
`./constraint.sdc`:
```
current_design VGAMod

set clk_period 4.4
set clk_io_pct 0.2

create_clock -name clk0 -period $clk_period [get_ports {PixelClk}]

set non_clock_inputs [all_inputs -no_clocks]
set_input_delay [expr $clk_period * $clk_io_pct] -clock clk0 $non_clock_inputs
set_output_delay [expr $clk_period * $clk_io_pct] -clock clk0 [all_outputs]
```
`./design.v`:
```
module VGAMod
(
    input                   CLK,
    input                   nRST,
    input                   PixelClk,
    input                   FrameCtrl,
    output                  LCD_DE,
    output                  LCD_HSYNC,
    output                  LCD_VSYNC,
	output          [7:0]   LCD_B,
	output          [7:0]   LCD_G,
	output          [7:0]   LCD_R,
    output                  FIFO_RST,
    output                  FIFO_CLK,
    output                  FIFO_RE,
    input   wire            FIFO_Empty,
    input   wire    [15:0]  FIFO_Data
);
    reg         [15:0]  PixelCount;
    reg         [15:0]  LineCount;
    localparam      WidthPixel  = 16'd480;
    localparam      HightPixel  = 16'd272;
    localparam      H_BackPorch  =  16'd120;
    localparam      V_BackPorch  =  16'd10;     
    localparam      PixelForHS  =   WidthPixel + H_BackPorch + H_BackPorch ;
    localparam      LineForVS   =   HightPixel + V_BackPorch + V_BackPorch;
    localparam      FIFOReStart =   H_BackPorch - 1'b1;
    localparam      FIFOReEnd   =   WidthPixel + H_BackPorch + 1'b1;
    reg         FrameFlag;
    always @(  posedge PixelClk or negedge nRST  )begin
        if( !nRST ) begin
            LineCount       <=  16'b0;    
            PixelCount      <=  16'b0;
            end
        else if(  PixelCount  ==  PixelForHS ) begin
            PixelCount      <=  16'b0;
            LineCount       <=  LineCount + 1'b1;
            end
        else if(  LineCount  == LineForVS  ) begin
            LineCount       <=  16'b0;
            PixelCount      <=  16'b0;
            end
        else if( FrameFlag == 1'b1 )begin
            PixelCount      <=  PixelCount + 1'b1;
            end
    end
    always @(  posedge PixelClk or negedge nRST  )begin
        if( !nRST ) begin
            FrameFlag   <=  1'b0;
            end
        else if(  LineCount  == LineForVS  ) begin
            FrameFlag   <=  1'b0;
            end
        else if(( FrameFlag == 1'b0 )&&( FrameCtrl == 1'b1 ))begin
            FrameFlag   <=  1'b1;
            end
    end
    assign  LCD_HSYNC = (( PixelCount >= ( H_BackPorch - 16'd100 ))&&( PixelCount < (PixelForHS - 1))) ? 1'b0 : 1'b1;
    assign  LCD_VSYNC = (( LineCount  >= 0 )&&( LineCount  < V_BackPorch )) ? 1'b1 : 1'b0;
    assign  FIFO_RST  = (( PixelCount >= 0 )&&( PixelCount < 16'd10 )) ? 1'b1 : 1'b0;
    assign  LCD_DE = (  ( PixelCount >= H_BackPorch )&&
                        ( PixelCount <= PixelForHS ) &&
                        ( LineCount >= V_BackPorch ) &&
                        ( LineCount < LineForVS ))  ? 1'b1 : 1'b0;
    assign  FIFO_CLK = PixelClk;
    assign  FIFO_RE  = (( LineCount >= V_BackPorch )&&( LineCount < LineForVS )&&( PixelCount >= FIFOReStart )&&( PixelCount <= FIFOReEnd )&&( FIFO_Empty == 1'b0 )) ? 1'b1 : 1'b0;
    assign  LCD_R    = ( FIFO_Empty == 1'b0 ) ? {FIFO_Data[15:11], 3'b111 } : 8'b1111_1111;
    assign  LCD_G    = ( FIFO_Empty == 1'b0 ) ? {FIFO_Data[10:5] , 2'b11  } : 8'b0000_0000;
    assign  LCD_B    = ( FIFO_Empty == 1'b0 ) ? {FIFO_Data[4:0]  , 3'b111 } : 8'b0000_0000;
endmodule
```
==> results.txt <==
run results: most used cell, CP clkbuf_8, PortBufs ~46, CP max FO 2, flip-flops with a built-in enable 0, chip area around 8100 µm², setup TNS 0 ps, yosys stat cell total about 260, chip width about 90 µm, synthesis area per yosys between 2000 and 2500 µm², Reg clk slew, reported paths approximately 70 ps, Post-Route WL between 4000 and 5000 µm, # fillers roughly 740, via count about 1900, Post-Synthesis Cells approximately 260, largest net degree at the start of global routing 34, YS warnings 1, vias per cell a little under 5, Synth async-reset ratio 1.00, R2R Path End PixelCount[1], total track usage 0.126, RSZ-0062 raised after global routing no, M2 GR Usage 0.194, area fraction in compound gates 0.0863, residual DRC count 0, antenna cell count 0, M3 GR Usage 0.0335, adder share 0.0323, Setup CP Type clock port to output port, max incr delay on CP approximately 390 ps, Core ar. 7370 µm², final hold viol count 0, largest area contributor in the netlist dfrtp_1, OpenROAD warnings 31, post-CTS sizing 0, first-pass GRT wire length 8310 µm, Syn Std Cell Area about 2300 µm², Hold Path Stages 1, DR WL/cell 12.6 µm, Rel. slew slack 0.517, post-route ant nets 0, HPWL Detailed ~3400 µm, Most common reg cell dfrtp_1, CP endpoint kind output port, vias in the first global route 1693, critical path required time between 3000 and 4000 ps, Power Dens Cells 373 nW/µm², CTS tree built, MaxCap Viol Count 0, top cells, area dfrtp_1 (36%), xor2_1 (6.0%), buf_4 (4.2%), syn avg cell area 9.10 µm², Slew Viols, Final 0, CP Buf/Inv Count 3, share of layout cells above drive strength 1 0.108, top-count cell post-synth dfrtp_1, Main logic family simple AND/OR/NAND/NOR gates, insertion delay at the late pin of the worst-skew pair roughly 390 ps, status completed, R2R depth 4, XORs/XNORs by Area 0.0906, Startpoint Class clock port, type of the tightest min-delay check flop to flop, Worst Hold Path EP LineCount[15], total power approximately 1.1 mW, Synth flops 33, Area Overhead vs Synth 23.6%, die height roughly 90 µm, total grt overflow 0, Most Crowded Layer GR met2, CTS Hold Bufs 0, CP delay by family, top buffers and inverters, Mux area share 0.00431, WP data arrival roughly 2800 ps, TritonRoute pass-1 iters 4, Setup-failing EPs final 0, GR met1 Demand/Resource 0.187, P_leak ~1.2 nW, fp_density 0.315, top cells by count dfrtp_1 (33), nor2_1 (24), nand2_1 (17), GP Congestion between 0.8 and 0.9, Crit-path slowest cell clkdlybuf4s50_1, post-CTS setup buffer count 0, clock skew 6.02 ps, worst-path cell chain clkbuf_8 -> clkbuf_8 -> clkdlybuf4s50_1, # IOs between 50 and 60, Seq share, synth 0.356, Site Rows 31, yosys simple share 0.323, VDD IR max approximately 0.21 mV, initial antenna violation count 0, area share of the largest cell type after synthesis 0.356, hold_sp LineCount[15], Crit Reg-Reg Startpoint LineCount[13], Cell Type Count about 47, actual slew at the worst max-slew pin ~720 ps, initial detailed-routing violation count roughly 100, r2r setup slk about 2300 ps
==> routing by layer <==
layer,vias to the layer above,share of wire
li1,931,-
met1,866,0.47
met2,74,0.45
met3,6,0.070
met4,0,0.014
met5,-,0
==> layout make-up <==
| cell class | instances | area, µm² | area share |
|---|---|---|---|
| multi-input cells | 190 | 1260 | 0.438 |
| well taps | 99 | 124 | 0.0432 |
| flip-flops and latches | 33 | 826 | 0.288 |
| inverters | 5 | 18.8 | 0.00654 |
| repair buffers | 46 | 458 | 0.160 |
| clock inverters | 3 | 65.1 | 0.0227 |
| clock buffers | 9 | 120 | 0.0419 |
==> cells by family after synthesis <==
group / count (synthesis)
flip-flops: 33
AND/OR/NAND/NOR: 125
multiplexers: 1
other: 1
XOR/XNOR: 24
buffers and inverters: 34
adder cells (fa/ha/maj): 6
AND-OR/OR-AND: 31
==> sequential cells by signal, indices dropped and copies added (netlist names) <==
name / cells
LineCount: 16
PixelCount: 16
FrameFlag: 1
==> worst reg2reg max path, cell delays in order (launching register included) <==
cell	delay (ps)
dfrtp_1	420
nor4_1	560
nand4_1	230
o22ai_2	610
nor2_1	120
==> worst max-delay path by stage <==
stage,start,to,slack (ps),depth (start not counted)
CTS,PixelClk,FIFO_CLK,700,3
global route,FIFO_Empty,FIFO_RE,560,5
finish,PixelClk,FIFO_CLK,710,3
==> placed cells by master (no fill, tap or decap), types with 2 or more instances in the layout <==
cell | synthesis | final
clkdlybuf4s50_1 | 0 | 46
dfrtp_1 | 33 | 33
nor2_1 | 24 | 24
nand2_1 | 17 | 17
xor2_1 | 16 | 16
nor2b_1 | 14 | 14
nand3_1 | 14 | 14
nand4_1 | 13 | 13
o21ai_0 | 13 | 13
xnor2_1 | 8 | 8
clkbuf_8 | 2 | 8
or2_2 | 6 | 6
nor3_1 | 6 | 6
ha_1 | 6 | 6
inv_1 | 5 | 5
a21oi_1 | 5 | 5
o21a_1 | 5 | 5
nor4_1 | 3 | 3
and4_1 | 3 | 3
and3_1 | 3 | 3
and2_1 | 3 | 3
or3_1 | 3 | 3
nor3_2 | 3 | 3
conb_1 | 1 | 3
nor4b_1 | 2 | 2
nor4_4 | 2 | 2
and4_2 | 2 | 2
bufinv_16 | 0 | 2
==> report_power, final <==
group / internal, mW / total, mW / switching (mW) / leakage (nW)
Clock: 0.297 / 0.424 / 0.127 / 0.0936
Combinational: 0.132 / 0.237 / 0.106 / 0.682
Sequential: 0.334 / 0.408 / 0.0740 / 0.442
Total: 0.763 / 1.07 / 0.306 / 1.22
==> per-stage QoR <==
stage               worst slack [ps]  std cells  hold WS, ps   util  instance area [µm²]
floorplan                       1220        257          443      -                 2330
global placement                 903        374          458  0.366                 2690
detailed placement               817        374          460  0.366                 2690
CTS                              697        385          471  0.389                 2870
global route                     556        385          503  0.389                 2870
finish                           710        385          466  0.389                 2870
Power and IR drop assume default switching activity.
