**/design/flow/config.mk**
```make
export PLATFORM = sky130hd
export DESIGN_NAME = PWM
export DESIGN_NICKNAME = PWM
export VERILOG_FILES = /design/flow/design.v
export SDC_FILE = /design/flow/constraint.sdc
export NUM_CORES = 4
export LEC_CHECK = 1
export CORE_AREA = 10 10 107 107
export DIE_AREA = 0 0 117 117
```
**/design/flow/constraint.sdc**
```tcl
current_design PWM

set clk_period 3.2
set clk_io_pct 0.2

create_clock -name clk0 -period $clk_period [get_ports {CLK}]

set non_clock_inputs [all_inputs -no_clocks]
set_input_delay [expr $clk_period * $clk_io_pct] -clock clk0 $non_clock_inputs
set_output_delay [expr $clk_period * $clk_io_pct] -clock clk0 [all_outputs]
```
**/design/flow/design.v**
```verilog
module PWM
#(
    parameter PWMWidth = 16
)
(
    input   wire                    CLK,
    input   wire                    nRST,
    output  wire                    OUT,
    input   wire    [PWMWidth-1:0]  PWMUpData,
    input   wire    [PWMWidth-1:0]  PWMConData
);
    reg     [PWMWidth-1:0]  PWMCount;
    always@( posedge CLK or negedge nRST ) begin
        if( !nRST )begin
            PWMCount    <=  0;
            end
        else if ( PWMCount >= PWMUpData )begin
            PWMCount    <=  0;
            end
        else begin
            PWMCount    <=  PWMCount + 1'b1;
            end
    end
    assign  OUT = ( PWMCount <= PWMConData ) ? 1'b1 : 1'b0;
endmodule
```
**/design/flow/run.sh**
```bash
#!/bin/bash
# OpenROAD 26Q1-2900-gdf79404cd8, Yosys 0.63+post, stock flow scripts
make -C /OpenROAD-flow-scripts/flow DESIGN_CONFIG=/design/flow/config.mk WORK_HOME=/design/flow/orfs finish
```
==> run_results.csv <==
group,metric,value,unit
timing,hold_slack,504,ps
cts,post_cts_buffers,0,
worst_setup_path,start_kind,"input port",
run,log.warning_count,25,
die,fp.dieH,117,µm
yosys,ys_seq_share,25.9,%
die,ioPinCount,35,
route,ant_nets,0,
grt,track_usage,5.42,%
finish,logic_area,0.00117,mm²
finish,drive_gt1_share,15.8,%
timing,fin_ws,100,ps
route,viasPerCell,3.86,
die,rows,35,
cts,numCtsBuffers,3,
finish,areaGrowthSynthToFinish,45.3,%
yosys,synth.distinct_cells,28,
timing,drv_slew,0,
worst_setup_path,critPathMaxStageDelay,460,ps
cts,cts_max_level,1,
yosys,area_leaders,"ha_1 27%, dfrtp_1 26%, inv_1 8.3%",
timing,setup_violations,0,
cts,cts_tree,"built",
yosys,top_area_share,26.7,%
cts,cts.sinks,16,
finish,layout.cells.most_common,"inv_1",
timing,rsz0062_at_grt,"false",
timing,period_used_share,96.9,%
cts,clk_path_buf_depth,2,
cts,insertion_delay,240,ps
worst_setup_path,endpoint_kind,"output port",
timing,tightest_slew,734,ps
grt,grt_remaining_overflow,0,
route,drc,0,
timing,fin_crit,3100,ps
pwr,p_leak,0.00107,µW
die,fp_util,16.8,%
pwr,powerDensity,395,mW/mm²
cts,clkTransAtPathRegs,60,ps
route,insertedDiodeCount,0,
grt,grt_max_degree,17,
route,drt-initial-drc-count,21,
placed_design,pre_cts_slack,-152,ps
die,die_width,117,µm
timing,fin_skew,0.699,ps
placed_design,dp_hpwl,3.01,mm
yosys,ys_area,0.00154,mm²
worst_setup_path,crit_required,2560,ps
timing,max_freq,323,MHz
timing,slew_headroom,50.9,%
worst_setup_path,path_class,"in2out",
worst_setup_path,worstPathCellList,"clkdlybuf4s50_1 > inv_1 > ha_4 > nand4_1 > nor2_2 > o31ai_1 > a22o_1 > clkdlybuf4s50_1",
yosys,syn_inst,183,
finish,mostFrequentLayoutCells,"30 x inv_1, 29 x clkdlybuf4s50_1, 22 x ha_1",
pwr,peakVddDrop,0.139,mV
grt,grt_pass1_wl,6.13,mm
yosys,synth_stat.cells,183,
finish,fillCellCount,956,
grt,antenna_found_initial,0,
die,die_area,0.0137,mm²
cts,cts_root_buffer,"clkbuf_8",
route,wl,3.73,mm
placed_design,finalWeightedCongestion,0.778,
finish,largest_reg_flops,16,
yosys,synth_area,0.00154,mm²
worst_setup_path,path_max_fanout,3,
grt,grt_pass1_vias,1394,
die,placeableCoreArea,0.00920,mm²
status,status,"complete, no violations",
finish,regMostFlops,"PWMCount",
run,max_cap_viol_count,0,
worst_setup_path,crit_slowest_cell,"clkdlybuf4s50_1",
yosys,largest_area_cell,"ha_1",
finish,seq_area,400,µm²
yosys,yosys_warnings,1,
route,wl_per_cell,11.2,µm
route,drtPass1Iterations,4,
worst_setup_path,worst_path_most_repeated_cell,"clkdlybuf4s50_1",
hold_path,min_path_type,"reg2reg",
timing,hold_violations,0,
yosys,ys_seq_elements,16,
finish,largestRegisters,"PWMCount: 16 flops",
yosys,synth_area_per_cell,8.44,µm²
placed_design,port_buffers,34,
route,num_vias,1280,
worst_setup_path,critPathArrivalTime,2460,ps
==> power breakdown <==
part	internal, µW	leakage (µW)	switching [µW]
Sequential	243	0.000205	87.2
Clock	83.3	0.0000216	65.9
Combinational	212	0.000848	194
Total	538	0.00107	347
==> timing repair <==
| item | in CTS | in global routing |
|---|---|---|
| resized | 7 | 22 |
| hold buffers | 0 | 0 |
| endpoints found under the hold margin | 0 | 0 |
| gates cloned | 0 | 0 |
| pin swaps | 7 | 16 |
| endpoints found under the setup margin | 1 | 1 |
==> kinds of logic (layout without fill, tap and decap cells) <==
group,count (synthesis),in the layout,share of synthesized area (%)
compound gates,28,28,11.4
xor+xnor,14,14,7.94
fa+ha+maj,33,33,26.7
buf+inv,35,73,8.75
flops,16,16,25.9
simple gates,57,57,19.2
==> area by class of cell <==
| class | instances | share of cell area [%] |
|---|---|---|
| Inverter | 34 | 5.69 |
| Tap cell | 111 | 6.19 |
| Multi-Input combinational cell | 132 | 52.2 |
| Timing Repair Buffer | 36 | 16.2 |
| Clock buffer | 3 | 1.84 |
| Sequential cell | 16 | 17.8 |
==> metrics by stage <==
| stage | util (%) | setup TNS, ps | instance area (µm²) | instances | total power, µW |
|---|---|---|---|---|---|
| 6_report | 24.4 | 0 | 2240 | 332 | 886 |
| 2_1_floorplan | - | 0 | 1540 | 183 | 559 |
| 3_5_place_dp | 22.1 | -152 | 2030 | 329 | 678 |
| 3_3_place_gp | 22.1 | -136 | 2030 | 329 | 667 |
| 5_1_grt | 24.4 | 0 | 2240 | 332 | 972 |
| 4_1_cts | 23.0 | 0 | 2120 | 332 | 856 |
==> synth_stat cells, drive strengths merged <==
library cell and count:
a22o 1, inv 34, buf 1, a31oi 1
nor2b 2, nand4 7, a211oi 2, o31ai 2
nor4 1, and4 2, nor2 22, or2 1
a21o 1, nand2b 1, ha 33, o21ai 5
nand3 8, a21boi 1, xor2 10, nand2 12
xnor2 4, a21oi 14, o211ai 1, nor3b 1
dfrtp 16
==> critical path, delay by kind of cell <==
kind | cells | cell delay (ps)
compound gates | 2 | 290
fa+ha+maj | 1 | 270
buf+inv | 3 | 920
simple gates | 2 | 330
==> routing by layer <==
| layer | part of all wire, % | vias up | global-route usage [%] |
|---|---|---|---|
| met4 | 1.1 | 0 | 0.906 |
| met5 | 0 | - | 0 |
| met2 | 49 | 18 | 9.45 |
| met1 | 43 | 562 | 6.52 |
| met3 | 6.8 | 4 | 1.65 |
| li1 | - | 696 | - |
==> final timing paths <==
check,cells past startpoint,startpoint,endpoint,slack (ps)
max in group asynchronous,1,nRST,PWMCount[6],1910
max,8,PWMConData[14],OUT,100
min,1,PWMCount[0],PWMCount[0],500
max reg2reg,7,PWMCount[2],PWMCount[5],1110
min in group asynchronous,1,nRST,PWMCount[14],830
min reg2reg,1,PWMCount[0],PWMCount[0],500
Power is estimated from default activity; no workload was simulated.
